--- /design/flow/design.v ---
module fault_fsm #(
    parameter int NUM_CELLS = 4,
    parameter int ADC_WIDTH = 12,
    parameter int V_WARN = 330,
    parameter int V_FAULT = 300,
    parameter int I_WARN = 150,
    parameter int I_FAULT = 200,
    parameter int T_WARN = 60,
    parameter int T_FAULT = 80,
    parameter int DEBOUNCE_CYCLES = 8,
    parameter int PERSIST_TO_FAULT = 50,
    localparam int DEBOUNCE_WIDTH = $clog2(DEBOUNCE_CYCLES+1)
) (
    input  logic                          clk,
    input  logic                          rst_n,
    input  logic [(NUM_CELLS*ADC_WIDTH)-1:0] cell_voltage_packed,
    input  logic [ADC_WIDTH-1:0]          current_raw,
    input  logic [ADC_WIDTH-1:0]          temp_raw,
    input  logic                          mask_voltage,
    input  logic                          mask_current,
    input  logic                          mask_temp,
    input  logic                          manual_reset,
    output logic [1:0]                    state_o,
    output logic                          fault_latched_o,
    output logic [1:0]                    active_fault_code_o,
    output logic [31:0]                   fault_count_o,
    output logic [31:0]                   warning_count_o,
    output logic [31:0]                   last_fault_cycle_o
);
    localparam STATE_NORMAL   = 2'd0;
    localparam STATE_WARNING  = 2'd1;
    localparam STATE_FAULT    = 2'd2;
    localparam STATE_SHUTDOWN = 2'd3;
    function automatic logic [ADC_WIDTH-1:0] get_cell(input int idx);
        get_cell = cell_voltage_packed[(idx+1)*ADC_WIDTH-1 -: ADC_WIDTH];
    endfunction
    function automatic logic [1:0] resolve_code(input logic v, input logic c, input logic t,
                                                 input logic m_v, input logic m_c, input logic m_t);
        if (t && !m_t) resolve_code = 2'd3;
        else if (c && !m_c) resolve_code = 2'd2;
        else if (v && !m_v) resolve_code = 2'd1;
        else resolve_code = 2'd0;
    endfunction
    logic [DEBOUNCE_WIDTH-1:0] cell_cnt [NUM_CELLS];
    logic [DEBOUNCE_WIDTH-1:0] curr_cnt;
    logic [DEBOUNCE_WIDTH-1:0] temp_cnt;
    logic cell_debounced [NUM_CELLS];
    logic curr_debounced;
    logic temp_debounced;
    logic [1:0] state_reg, state_nxt;
    logic [31:0] warning_persist_cnt;
    logic fault_latched_reg;
    logic [1:0] active_fault_code_reg;
    logic [31:0] fault_count_reg;
    logic [31:0] warning_count_reg;
    logic [31:0] last_fault_cycle_reg;
    logic [31:0] cycle_counter;
    logic any_cell_deb;
    logic [1:0] cur_code;
    int i;
    always_ff @(posedge clk or negedge rst_n) begin
        if (!rst_n) begin
            for (i=0;i<NUM_CELLS;i=i+1) begin
                cell_cnt[i] <= '0;
                cell_debounced[i] <= 1'b0;
            end
            curr_cnt <= '0; temp_cnt <= '0;
            curr_debounced <= 1'b0; temp_debounced <= 1'b0;
            state_reg <= STATE_NORMAL;
            warning_persist_cnt <= 32'd0;
            fault_latched_reg <= 1'b0;
            active_fault_code_reg <= 2'd0;
            fault_count_reg <= 32'd0;
            warning_count_reg <= 32'd0;
            last_fault_cycle_reg <= 32'd0;
            cycle_counter <= 32'd0;
            any_cell_deb <= 1'b0;
        end else begin
            cycle_counter <= cycle_counter + 1;
            for (i=0;i<NUM_CELLS;i=i+1) begin
                if (get_cell(i) < ADC_WIDTH'(V_WARN))
                    cell_cnt[i] <= (cell_cnt[i] == DEBOUNCE_WIDTH'(DEBOUNCE_CYCLES)) ? cell_cnt[i] : cell_cnt[i] + 1;
                else
                    cell_cnt[i] <= '0;
                cell_debounced[i] <= (cell_cnt[i] >= DEBOUNCE_WIDTH'(DEBOUNCE_CYCLES));
            end
            if (current_raw > ADC_WIDTH'(I_WARN))
                curr_cnt <= (curr_cnt == DEBOUNCE_WIDTH'(DEBOUNCE_CYCLES)) ? curr_cnt : curr_cnt + 1;
            else curr_cnt <= '0;
            curr_debounced <= (curr_cnt >= DEBOUNCE_WIDTH'(DEBOUNCE_CYCLES));
            if (temp_raw > ADC_WIDTH'(T_WARN))
                temp_cnt <= (temp_cnt == DEBOUNCE_WIDTH'(DEBOUNCE_CYCLES)) ? temp_cnt : temp_cnt + 1;
            else temp_cnt <= '0;
            temp_debounced <= (temp_cnt >= DEBOUNCE_WIDTH'(DEBOUNCE_CYCLES));
            any_cell_deb <= 1'b0;
            for (i=0;i<NUM_CELLS;i=i+1) any_cell_deb <= any_cell_deb | cell_debounced[i];
            cur_code = resolve_code(any_cell_deb, curr_debounced, temp_debounced,
                                   mask_voltage, mask_current, mask_temp);
            state_nxt = state_reg;
            case (state_reg)
                STATE_NORMAL: if (cur_code != 2'd0) begin state_nxt = STATE_WARNING; warning_count_reg <= warning_count_reg + 1; end
                STATE_WARNING: begin
                    if (cur_code == 2'd0) begin
                        if (warning_persist_cnt == 0) state_nxt = STATE_NORMAL;
                        else warning_persist_cnt <= warning_persist_cnt - 1;
                    end else begin
                        warning_persist_cnt <= warning_persist_cnt + 1;
                        if (warning_persist_cnt >= PERSIST_TO_FAULT) begin
                            state_nxt = STATE_FAULT;
                        end
                    end
                end
                STATE_FAULT: begin
                    if (manual_reset) begin
                        state_nxt = STATE_NORMAL;
                    end else if (temp_debounced && !mask_temp) begin
                        state_nxt = STATE_SHUTDOWN;
                    end
                end
                STATE_SHUTDOWN: if (manual_reset) state_nxt = STATE_NORMAL;
            endcase
            if (state_nxt == STATE_FAULT && state_reg != STATE_FAULT) begin
                fault_latched_reg <= 1'b1;
                active_fault_code_reg <= cur_code;
                fault_count_reg <= fault_count_reg + 1;
                last_fault_cycle_reg <= cycle_counter;
            end
            if (state_nxt == STATE_SHUTDOWN) begin
                fault_latched_reg <= 1'b1;
                active_fault_code_reg <= 2'd3;
                fault_count_reg <= fault_count_reg + 1;
                last_fault_cycle_reg <= cycle_counter;
            end
            if (manual_reset) begin
                fault_latched_reg <= 1'b0;
                active_fault_code_reg <= 2'd0;
                warning_persist_cnt <= 32'd0;
            end
            state_reg <= state_nxt;
        end
    end
    assign state_o = state_reg;
    assign fault_latched_o = fault_latched_reg;
    assign active_fault_code_o = active_fault_code_reg;
    assign fault_count_o = fault_count_reg;
    assign warning_count_o = warning_count_reg;
    assign last_fault_cycle_o = last_fault_cycle_reg;
endmodule
--- /design/flow/run.sh ---
#!/bin/bash
# OpenROAD 26Q1-2900-gdf79404cd8, Yosys 0.63+post, stock flow scripts
make -C /OpenROAD-flow-scripts/flow DESIGN_CONFIG=/design/flow/config.mk WORK_HOME=/design/flow/orfs finish
--- /design/flow/config.mk ---
export PLATFORM = sky130hd
export DESIGN_NAME = fault_fsm
export DESIGN_NICKNAME = fault_fsm
export VERILOG_FILES = /design/flow/design.v
export SDC_FILE = /design/flow/constraint.sdc
export NUM_CORES = 4
export LEC_CHECK = 1
export CORE_UTILIZATION = 30
--- /design/flow/constraint.sdc ---
current_design fault_fsm

set clk_period 9.9
set clk_io_pct 0.2

create_clock -name clk0 -period $clk_period [get_ports {clk}]

set non_clock_inputs [all_inputs -no_clocks]
set_input_delay [expr $clk_period * $clk_io_pct] -clock clk0 $non_clock_inputs
set_output_delay [expr $clk_period * $clk_io_pct] -clock clk0 [all_outputs]
==> impl_metrics.env <==
# implementation run metrics
export IMPL_worst_pin_slew_ps=834
export IMPL_rsz0062_at_grt="false"
export IMPL_p_per_area_nw_per_um2=250
export IMPL_tritoncts="built"
export IMPL_fin_area_um2=11700
export IMPL_io_buffers=141
export IMPL_clock_sinks=181
export IMPL_area_growth_pct=27.4
export IMPL_register_area_um2=4530
export IMPL_postCtsHoldBufs=0
export IMPL_place_congestion=0.857
export IMPL_skew_ps=26.1
export IMPL_firstDrtPassIters=4
export IMPL_cp_max_fo=36
export IMPL_top_area_share_pct=49.2
export IMPL_post_cts_buffers=0
export IMPL_first_global_vias=6518
export IMPL_drc_errors=0
export IMPL_synthCells=881
export IMPL_hold_violations=0
export IMPL_antenna_found_initial=0
export IMPL_globalRoute_totalOverflow=0
export IMPL_vias=6825
export IMPL_dp_cells=1394
export IMPL_path_clk_slew_ps=80
export IMPL_place_hpwl_um=13300
export IMPL_core_um2=30000
export IMPL_synth_area_um2=9210
export IMPL_drive_gt1_share_pct=5.50
export IMPL_drt_iter0_drc=354
export IMPL_ys_flop_type="dfrtp_1"
export IMPL_layout_cells_non_filler=1426
export IMPL_max_freq_mhz=182
export IMPL_slew_headroom_pct=43.9
export IMPL_routed_wl_um=19800
export IMPL_leakage_nw=5.24
export IMPL_hp_class="flop to flop"
export IMPL_log_warning_count=65
export IMPL_yosys_top_cells_area="dfrtp_1, xnor2_1, ha_1"
export IMPL_ioPinCount=179
export IMPL_wire_per_inst_um=13.9
export IMPL_tns_ps=0
export IMPL_max_clock_path_buffers=2
export IMPL_via_per_inst=4.79
export IMPL_grt_max_degree=71
export IMPL_cp_start_kind="input port"
export IMPL_cts_root_buf="clkbuf_16"
export IMPL_cts_resized=0
export IMPL_maxCapViolCount=0
export IMPL_htreeDepth=4
export IMPL_worstSetupEndpointType="flop"
export IMPL_setup_violations=0
export IMPL_dieHeight_um=177
export IMPL_synth_flops=181
export IMPL_num_antenna_cells=0
export IMPL_fp_util_pct=30.8
export IMPL_most_common_cell="dfrtp_1"
export IMPL_peakVddDrop_mv=0.149
export IMPL_logic_area_um2=4520
export IMPL_ys_warn_count=3
export IMPL_final_period_utilization_pct=55.6
export IMPL_ys_area_um2=9210
export IMPL_yosysTopAreaCell="dfrtp_1"
export IMPL_die_x_um=177
export IMPL_final_core_util_pct=39.2
export IMPL_ys_seq_share_pct=49.2
export IMPL_report_final_slew_viol_count=0
export IMPL_yosys_top_cells_count="dfrtp_1, xnor2_1, nor2_1"
export IMPL_placed_cell_area_um2=11100
export IMPL_final_antenna_net_count=0
export IMPL_critical_path_class="input port to flop"
export IMPL_grt_pass1_wl_um=33600
export IMPL_synth_area_per_cell_um2=10.5
export IMPL_clkLatencyLatePin_ps=440
export IMPL_fillers=2858
export IMPL_final_min_clock_period_ps=5500
export IMPL_ys_types=66
export IMPL_cp_required_ps=10220
export IMPL_edf_count=0
export IMPL_arrival_ps=5820
export IMPL_dieArea_um2=31400
export IMPL_ys_cells=881
export IMPL_cts_made_buffers=17
export IMPL_async_flop_share_pct=100
export IMPL_outcome="complete, no violations"
export IMPL_num_rows=63
export IMPL_track_usage_pct=13.4
cell usage in the layout (no fill, tap or decap), drive strengths merged, types with 7 or more instances in the layout:
cell and instances:
a211oi 8, a21o 17, a21oi 53, and3 23
and4 7, buf 7, clkbuf 18, clkdlybuf4s50 140
dfrtp 181, ha 39, inv 31, mux2 34
nand2 72, nand2b 9, nand3 52, nand4 22
nor2 80, nor2b 7, nor3 12, nor4 10
o21ai 25, xnor2 86, xor2 33
critical path, cell delays in order:
cell and delay, ps:
clkdlybuf4s50_1 440, nand2b_1 150, nand3_2 140, inv_2 570, ha_1 430, o211ai_1 230
o21a_4 190, a211oi_4 80, o41ai_2 350, nand2_1 210, a2111oi_0 470, o21ai_1 150
o211ai_2 90, mux2_4 310
cell type report:
cell class	instances	area share (%)
clock buffers	17	3.62
clock inverters	15	2.03
inverters	19	0.608
multi-input cells	656	38.5
flip-flops and latches	181	38.6
well taps	390	4.16
repair buffers	148	12.5
through the flow:
step / hold WS (ps) / power, W / setup WS [ps]
after detailed placement: 434 / 0.00218 / 3980
after global placement: 433 / 0.00218 / 3980
after global routing: 466 / 0.00317 / 4190
after CTS: 456 / 0.00298 / 4410
final: 450 / 0.00294 / 4400
after floorplan: 410 / 0.00186 / 5020
where the power goes:
group	internal (W)	switching, W	total (W)
Clock	0.000367	0.000394	0.000761
Combinational	0.000553	0.000667	0.00122
Sequential	0.000849	0.000110	0.000959
Total	0.00177	0.00117	0.00294
path summary, 6_finish.rpt:
| kind | from | to | slack [ps] | depth (start not counted) |
|---|---|---|---|---|
| min in group asynchronous | rst_n | warning_persist_cnt[13]$_DFFE_PN0P_ | 1520 | 1 |
| setup / recovery | mask_current | warning_persist_cnt[31]$_DFFE_PN0P_ | 4400 | 14 |
| setup reg to reg | curr_debounced$_DFF_PN0_ | warning_persist_cnt[31]$_DFFE_PN0P_ | 6060 | 13 |
| hold reg to reg | temp_cnt[3]$_DFFE_PN0P_ | temp_debounced$_DFF_PN0_ | 450 | 0 |
| hold / removal | temp_cnt[3]$_DFFE_PN0P_ | temp_debounced$_DFF_PN0_ | 450 | 0 |
| max in group asynchronous | rst_n | temp_cnt[3]$_DFFE_PN0P_ | 7160 | 2 |
routing by layer:
layer | up-vias | wire, µm | global-route usage (%)
met5 | - | 0 | 0
met4 | 0 | 195 | 1.15
met3 | 13 | 938 | 2.32
met2 | 137 | 8840 | 20.1
met1 | 3272 | 9850 | 21.5
li1 | 3403 | - | -
cell families after synthesis:
group / Yosys count / share of synthesized area (%)
fa+ha+maj: 40 / 5.51
simple gates: 312 / 16.8
mux: 39 / 4.74
buf+inv: 44 / 1.82
flops: 181 / 49.2
compound gates: 146 / 10.7
xor+xnor: 119 / 11.3
Power figures rest on the tool's default switching activity, not on a simulated workload.
